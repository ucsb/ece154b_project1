**flow/config.mk**
```make
export PLATFORM = sky130hd
export DESIGN_NAME = regfile
export DESIGN_NICKNAME = regfile
export VERILOG_FILES = /design/flow/design.v
export SDC_FILE = /design/flow/constraint.sdc
export NUM_CORES = 4
export LEC_CHECK = 1
export CORE_UTILIZATION = 30
export SYNTH_HDL_FRONTEND = slang
```
**flow/constraint.sdc**
```tcl
current_design regfile

set clk_period 8.7
set clk_io_pct 0.2

create_clock -name clk0 -period $clk_period [get_ports {CLK}]

set non_clock_inputs [all_inputs -no_clocks]
set_input_delay [expr $clk_period * $clk_io_pct] -clock clk0 $non_clock_inputs
set_output_delay [expr $clk_period * $clk_io_pct] -clock clk0 [all_outputs]
```
**flow/design.v**
```verilog
module controller(input   [5:0] op, fn,
                  output        MultStart, MultSgn,
                  output        RegWrite, MemWrite,
                  output        Branch, ALUSrc,
                  output        RegDst, Jump,
                  output  [2:0] WBSrc, ALUControl);
    wire [1:0] aluop;
    wire       branch;
    wire       bne;
    maindec md(op, memtoreg, memwrite, branch, alusrc, 
                regdst, regwrite, jump, bne, aluop);
    aludec ad(funct, aluop, alucontrol);
endmodule
module maindec(input  [5:0] op,
               output       MultStart, MultSgn,
               output       RegWrite, MemWrite,
               output       Branch, ALUSrc,
               output       RegDst, Jump,
               output [2:0] WBSrc);
    reg [9:0] controls;
    assign {regwrite, regdst, alusrc, branch, memwrite, memtoreg, jump, bne, aluop} = controls;
    always @(op) begin
        case(op)
            6'b000000: controls <= 10'b1100000010;  
            6'b100011: controls <= 10'b1010010000;  
            6'b101011: controls <= 10'b0010100000;  
            6'b000100: controls <= 10'b0001000001;  
            6'b001000: controls <= 10'b1010000000;  
            6'b000010: controls <= 10'b0000001000;  
            6'b001101: controls <= 10'b1010000011;  
            6'b000101: controls <= 10'b0001000101;  
            default:   controls <= 10'bxxxxxxxxxx;  
        endcase
    end
endmodule
module aludec(input     [5:0]   funct,
              input     [1:0]   aluop,
              output    [2:0]   alucontrol);
    reg [2:0] internal_ctrl;
    always @(funct or aluop) begin
        case(aluop)
            2'b00: internal_ctrl <= 3'b010;  
            2'b01: internal_ctrl <= 3'b110;  
            2'b10: case(funct)
                        6'b100000: internal_ctrl <= 3'b010;  
                        6'b100010: internal_ctrl <= 3'b110;  
                        6'b100100: internal_ctrl <= 3'b000;  
                        6'b100101: internal_ctrl <= 3'b001;  
                        6'b101010: internal_ctrl <= 3'b111;  
                        default:   internal_ctrl <= 3'bxxx;  
                    endcase
            2'b11: internal_ctrl <= 3'b001;  
        endcase
    end
    assign alucontrol = internal_ctrl;
endmodule
module regfile(input  wire         CLK,
               input  wire         RST,
               input  wire         WE3,
               input  wire  [4:0]  A1, A2, A3,
               input  wire  [31:0] WD3,
               output wire  [31:0] RD1,RD2);
    reg [31:0] rf [31:1];
    integer i;
    assign RD1 = (A1 != 0) ? rf[A1] : 32'b0;
    assign RD2 = (A2 != 0) ? rf[A2] : 32'b0;
    always @(posedge CLK or posedge RST)begin
        if(RST) begin
            for(i = 1; i < 32; i = i + 1)begin
                rf[i] = 32'b0;
            end
        end else begin
            if(WE3) rf[A3] <= WD3;
        end
    end
endmodule
module adder(input  wire [31:0] a,b,
             output wire [31:0] y);
    assign y = a+b;  
endmodule
module sl2(input  wire [31:0] a,
           output wire [31:0] y);
    assign y = {a[29:0], 2'b00};   
endmodule
module immgen(input  wire [31:0] inst, pc,
              output wire [31:0] imm);
    assign imm = {{16{inst[15]}}, inst[15:0]};  
endmodule
module flopr #(parameter WIDTH=8)
              (input  wire             clk, reset,
               input  wire [WIDTH-1:0] d,
               output reg [WIDTH-1:0] q);
    always @(posedge clk or posedge reset) begin  
        if(reset) q <= 0;
        else      q <= d;
    end
endmodule
module mux2 #(parameter WIDTH=8)
             (input  wire [WIDTH-1:0] d0,d1,
              input  wire             s,
              output wire [WIDTH-1:0] y);
    assign y = s ? d1 : d0;   
endmodule
module multserial(input wire CLK,
                  input wire RST,
                  input wire MST,
                  input wire MSGN,
                  input wire [31:0] SRCA,
                  input wire [31:0] SRCB,
                  output wire [63:0] PROD,
                  output wire PRODV);
    reg [2:0] state;  
    reg msgn;  
  	reg [31:0] A, B;
    reg [63:0] P, T;  
  	reg [63:0] temp_b;  
    reg prodv;
  	assign PRODV = prodv;
  	assign PROD = P;
    always @(posedge CLK) begin
  		A <= SRCA;
  		B <= SRCB;
        case (state)
            0: begin  
                P <= 64'b0;
                prodv <= 1'b0;
              	if(B < A)begin
              		temp_b[31:0] <= B;
                  	T[31:0] <= A;
                end else begin
                  	temp_b[31:0] <= A;
                  	T[31:0] <= B;
                end
              	if(msgn) begin
 begin
                    temp_b[63:32] <= 32'b0;
                  end
                  if(T[31] == 1'b1) begin
                    T[63:32] <= 32'b11111111111111111111111111111111;
                  end else begin
                    T[63:32] <= 32'b0;
                  end
                  state <= 1;
                end else begin
                  T[63:32] <= 32'b0;  
                  temp_b[63:32] <= 32'b0;
                  state <=1;
                end
            end
            1: begin  
                if(RST) begin  
                    state <= 4;
                end else begin
                  	if(temp_b[0] == 1'b1) begin
                        P <= P + T;
                    end else begin  
                        P <= P;
                    end
                    if(temp_b == 0) begin  
                        state <= 2;
                    end else begin  
                        temp_b <= temp_b>>1;  
                        T <= T<<1;  
                        state <= 1;
                    end
                end
            end
            2: begin  
                prodv <= 1'b1;
                if(RST) begin  
                    state <= 4;
                end else if (MST) begin  
                    state <= 0; 
                  	msgn <= MSGN;
                end else begin  
                    state <= 3;
                end
            end
            3: begin  
                if(RST) begin   
                    state <= 4;
                end else if(MST) begin  
                    state <= 0;
                  	msgn <= MSGN;
                end else begin 
                    state <= 3;
                end
            end
            4: begin  
                temp_b <= 0;
                msgn <= 0;
                P <= 0;
                T <= 0;
                prodv <= 0;
                if(MST) begin
                    state <= 0;
                  	msgn <= MSGN;
                end
                else begin
                    state <= 3;
                end
            end
            default: begin
              if(RST) begin   
                    state <= 4;
                end else if(MST) begin  
                    state <= 0;
                  	msgn <= MSGN;
                end else begin 
                    state <= 3;
                end
            end
        endcase
    end
endmodule
```
**flow/run.sh**
```bash
#!/bin/bash
# OpenROAD 26Q1-2900-gdf79404cd8, Yosys 0.63+post, stock flow scripts
make -C /OpenROAD-flow-scripts/flow DESIGN_CONFIG=/design/flow/config.mk WORK_HOME=/design/flow/orfs finish
```
==> impl_metrics.tcl <==
# implementation run metrics
set metrics [dict create \
    status "completed" \
    hold_viol 0 \
    core_um2 181000 \
    cts_setup_buffers 0 \
    layout-drive-gt1-share 0.355 \
    regMostFlops "rf" \
    grt_pass1_wl_um 267000 \
    cts-htree-levels 3 \
    grt_max_degree 117 \
    worst_hold_slack_ns 0.509 \
    min_path_type "reg2reg" \
    core_util_floorplan 0.303 \
    wl_per_cell_um 27.0 \
    gp_congestion 0.880 \
    crit_arrival_ns 5.24 \
    skew_ns 0 \
    largest_register_ffs 992 \
    clk_pin_slew_ns 0.06 \
    cts-root-buf "clkbuf_16" \
    die_h_um 430 \
    slew_viol_final 0 \
    totalWireLength_um 183000 \
    synth_seq_share 0.452 \
    finalCritPeriodShare 0.802 \
    clk_latency_ns 0.75 \
    yosys_area_um2 55000 \
    critical_path.endpoint_type "primary output" \
    worst_slew_pin_slew_ns 0.946 \
    leakage_nw 27.4 \
    chipArea_um2 185000 \
    worstSetupStartpointType "input port" \
    layout.cells.most_common_list "1030 x mux2_2, 992 x dfrtp_1, 768 x mux2i_1, 194 x o22ai_1, 145 x buf_4" \
    max-vdd-ir-drop_mv 0.164 \
    top_area_cell "dfrtp_1" \
    post-route-util 0.340 \
    clockBufferDepth 3 \
    fmax_mhz 143 \
    finalSetupViolCount 0 \
    vias 37500 \
    ant_nets 0 \
    cts_hold_buf 0 \
    maxSlewHeadroom 0.368 \
    syn_avg_cell_area_um2 12.6 \
    cts_sinks 992 \
    die_x_um 430 \
    fillers 17400 \
    edf_count 0 \
    required_ns 6.96 \
    dpl_cell_area_um2 57800 \
    final_common_cell "mux2_2" \
    synth-main-ff-cell "dfrtp_1" \
    port_buffers 113 \
    cap_violations 0 \
    synthesis.area_um2 55000 \
    async_flop_share 1.00 \
    grt_pass1_vias 37700 \
    critPathMaxFanout 45 \
    synth_warnings 0 \
    syn2layout_area_growth_pct 12.1 \
    drtIter0Drc 2489 \
    antenna_found_initial 3 \
    cts_made_buffers 112 \
    track_usage 0.202 \
    synth.top_cells.by_area "dfrtp_1 45%, mux2_2 21%, mux2i_1 14%, mux4_2 2.5%, o22ai_1 2.2%" \
    critPathKind "in2out" \
    cts_resized 0 \
    fin_crit_ns 6.98 \
    ys_cells 4356 \
    syn_inst 4356 \
    reg_top3 "rf (992)" \
    rows 156 \
    rsz0062_at_grt "no" \
    grt_overflow_total 0 \
    powerDensity_nw_per_um2 224 \
    final_cell_area_um2 61600 \
    top_area_frac 0.452 \
    ios 114 \
    power.total_mw 13.8 \
    drc_errors 0 \
    warnings 34 \
    drt_first_pass_iters 5 \
    viasPerCell 5.54 \
    cts_tree "built" \
    synth_flops 992 \
    dp_hpwl_um 109000 \
    yosys.cell_types.count 40 \
]
==> logic make-up after synthesis <==
group / Yosys count / synth area share
flops: 992 / 0.452
buf+inv: 438 / 0.0478
simple gates: 650 / 0.0610
compound gates: 386 / 0.0566
mux: 1890 / 0.383
==> path summary, 6_finish.rpt <==
| kind | from | slack, ns | cells after the start | end |
|---|---|---|---|---|
| min in group asynchronous | RST | 1.46 | 2 | rf[661] |
| worst min register to register | rf[632] | 0.51 | 1 | rf[632] |
| worst min-delay path | rf[632] | 0.51 | 1 | rf[632] |
| max in group asynchronous | RST | 4.94 | 5 | rf[931] |
| worst max-delay path | A2[0] | 1.72 | 8 | RD2[2] |
| worst max register to register | rf[969] | 7.90 | 1 | rf[969] |
==> metrics by stage <==
stage	std cells	setup slack, ns	setup TNS (ns)
floorplan	4356	-6.71	-6652.68
detailed placement	6555	1.76	0
global route	6766	1.64	0
finish	6766	1.72	0
global placement	6555	1.73	0
CTS	6764	1.74	0
==> Yosys cell counts, drive strengths merged (64+ instances only) <==
cell type  count
mux2        1060
dfrtp        992
mux2i        768
buf          261
o22ai        194
clkbuf       176
nand2        148
nor2         145
nand2b        70
nand3         68
nor3          67
a22oi         64
nor4          64
==> report_power, final <==
group / switching, mW / internal (mW) / total (mW)
combinational: 1.28 / 1.49 / 2.78
sequential: 0.634 / 5.51 / 6.15
clock: 2.03 / 2.85 / 4.88
==> critical path, stage by stage <==
cell,delay [ns]
buf_8,0.38
buf_4,0.65
buf_4,0.74
mux2i_1,0.29
o22ai_1,0.13
nor4_1,0.60
a211oi_2,0.12
clkdlybuf4s50_1,0.44
==> layout make-up <==
type	instances	area, µm²	area share
Clock inverter	43	508	0.00824
Timing Repair Buffer	266	2390	0.0388
Clock buffer	166	3260	0.0528
Antenna cell	2	5.00	0.0000812
Multi-Input combinational cell	2926	27700	0.449
Sequential cell	992	24800	0.403
Tap cell	2370	2970	0.0481
Inverter	1	7.51	0.000122
==> routing by layer <==
metal / global-route usage / wire length, µm / part of all wire
met1: 0.274 / 75500 / 0.41
met3: 0.0556 / 14000 / 0.076
met4: 0.0597 / 6530 / 0.036
met5: 0 / 0 / 0
met2: 0.320 / 86800 / 0.47
