### /design/flow/constraint.sdc
current_design dmem

set clk_period 34.2
set clk_io_pct 0.2

create_clock -name clk0 -period $clk_period [get_ports {CLK}]

set non_clock_inputs [all_inputs -no_clocks]
set_input_delay [expr $clk_period * $clk_io_pct] -clock clk0 $non_clock_inputs
set_output_delay [expr $clk_period * $clk_io_pct] -clock clk0 [all_outputs]
### /design/flow/design.v
module dmem(input             CLK, RST, WriteEnable,
            input      [31:0] Address, WriteData,
            output reg [31:0] ReadData);
  reg [31:0] data [63:0];   
  always @(posedge CLK) begin
    if(!RST) begin
      case(WriteEnable)
        1'b1: data[Address[31:2]] <= WriteData;
        1'b0: ReadData <= data[Address[31:2]];
      endcase
    end
  end         
endmodule
module imem(input   [5:0]  Address,
            output  [31:0] ReadData);
  reg [31:0] RAM[63:0];
  initial
    begin
      $readmemh("memfile2.dat",RAM);  
    end
  assign ReadData = RAM[Address];  
endmodule
### /design/flow/run.sh
#!/bin/bash
# OpenROAD 26Q1-2900-gdf79404cd8, Yosys 0.63+post, stock flow scripts
make -C /OpenROAD-flow-scripts/flow DESIGN_CONFIG=/design/flow/config.mk WORK_HOME=/design/flow/orfs finish
### /design/flow/config.mk
export PLATFORM = sky130hd
export DESIGN_NAME = dmem
export DESIGN_NICKNAME = dmem
export VERILOG_FILES = /design/flow/design.v
export SDC_FILE = /design/flow/constraint.sdc
export NUM_CORES = 4
export LEC_CHECK = 1
export CORE_UTILIZATION = 30
export SYNTH_HDL_FRONTEND = slang
==> run summary <==
Status of the implementation.

- The final-report hold violation count is 0, for reference.
- Per the timing report, the achievable frequency comes out to just over 0.09 GHz.
- The antenna violation net count after detailed routing is 0, for reference.
- The worst slew margin relative to its limit is between 30% and 40%, for reference.
- For reference, the top cells by count after synthesis are edfxtp_1 (2080), a22oi_1 (477), mux2i_1 (242), o22ai_1 (238), clkbuf_1 (206).
- The first detailed-routing pass took 5 iterations.
- On the worst setup and hold paths after CTS, the clock-pin slew comes to about 0.060 ns.
- For reference, the most critical setup path is categorized as input pin to flip-flop.
- Looking at the critical path, the highest net fanout was approximately 44.
- The number of violations of the max-capacitance limit is 0, for reference.
- The skew report gives the latency at the later pin of the worst-skew pair as around 0.85 ns.
- The post-synthesis cell area is slightly below 80000 um^2, for reference.
- The critical path launch point type is an input pin, for reference.
- For this run, the detailed router reports a per-instance via density of roughly 5.3.
- Setup repair after global routing left no endpoint under its margin.
- The number of standard cells reported by yosys is 4436, for reference.
- Across all layers, the routed design uses between 40000 and 50000 vias.
- The pin count of the biggest net entering global routing is 112, for reference.
- The post-cts hold-fix buffer tally is 0, for reference.
- The number of instances in the synthesized netlist is roughly 4400, for reference.
- The detailed placer's ending HPWL is 124 mm, for reference.
- Across all hold checks on the routed design, the worst slack comes to about 0.77 ns.
- For this sky-water flow run, the detailed-routed wirelength per cell is reported as between 20 and 30 um.
- The number of antenna violations at the first check in global routing is 23, for reference.
- The total number of yosys warnings is 0, for reference.
- The OpenROAD warning count is approximately 55, for reference.
- Yosys reports a chip area of ~78000 um^2.
- The first global-routing pass estimated between 300 and 400 mm of wire.
- The core area is between 200000 and 300000 um^2, for reference.
- The leftover overflow at the end of global routing is 0, for reference.
- The post-CTS setup buffer count is 0, for reference.
- The final-report setup violation count is 0, for reference.
- The synthesis report lists the most area-consuming cells as edfxtp_1 (80%), a22oi_1 (4.6%), mux2i_1 (3.1%), o22ai_1 (1.9%), a221oi_1 (1.9%).
- The most popular library cell in the synthesized design by count is edfxtp_1, for reference.
- The worst path required time is approximately 35 ns, for reference.
- The CTS report gives the tree buffer count as 199.
- The overall routed net length is 223 mm, for reference.
- The synthesis report gives the async set-or-reset register share as 0%.
- The final layout reports a setup TNS of 0 ns.
- The clock net sink count is between 2000 and 2500, for reference.
- The run finished with clean final reports.
- The worst setup path is captured at a flip-flop.
- Clock tree synthesis selected as its root buffer the cell clkbuf_16.
- The pin closest to its max-slew limit shows a slew of 0.981 ns.
- The critical path goes through buf_8, buf_4, buf_4, or2_2, buf_4, nor2_4, buf_4, a22oi_1, a31oi_1, or4_1, or3_1.
- The number of DRC violations after detailed-routing iteration 0 is 3145, for reference.
- The layout overhead on the synthesized area is 15.0%, for reference.
- After floorplanning, the die was sized to cover ~260000 um^2.
- The library cell appearing most often on the critical path is buf_4, for reference.
- Dividing the synthesized area by the synthesized cell count gives approximately 18 um^2.
- Looking at the critical path, the single cell with the biggest stage delay is or4_1.
- TritonCTS built the clock tree.
- The number of placed I/O pins is roughly 99, for reference.
- For this run, the share of the core covered by cells in the final layout is approximately a third.
- On the final layout, the worst clock skew is roughly 0.072 ns.
- For reference, the placement row count at floorplan is around 190.
- The area fraction of the largest cell type after synthesis is between 70% and 80%.
- After its last routability iteration, the placer logged a weighted congestion of approximately 0.88.
- The final cycle utilization of the critical path is between 30% and 40%, for reference.
- The number of max-slew violations in the final report is 0, for reference.
- The leakage component of the power was reported as around 28 nW.
- The height of the die is between 500 and 600 um, for reference.
- The count of input and output buffers is between 70 and 80, for reference.
- The arrival time at the worst endpoint is 11.47 ns, for reference.
- Global routing used 17.9% of the available tracks.
- For this run, design rule violations remaining after detail routing come to 0.
- The share of final-layout standard cells stronger than drive strength 1 is between 10% and 20%, for reference.
- Looking at the clock tree report, the maximum root-to-sink buffer count equals 3.
- Post-CTS repair changed the size of 0 cells.
- The via count of the first global-routing pass was 45900.
- The largest incremental delay on the critical path is 0.81 ns, for reference.
- Yosys mapped a number of flops with a built-in enable equal to 2080.
- Subtracting the final worst setup slack from the clock period gives 10.92 ns.
- The number of different library cells used by synthesis comes to about 54.
- The worst vdd rail ir drop is 0.0511 mV, for reference.
- The cell area power density is roughly 57 nW/um^2, for reference.
- For this run, the register share of the synthesized area comes to about 80%.
- The register bit count reported by yosys is roughly 2100, for reference.
- Per the synthesis report, the dominant area consumer among library cells is edfxtp_1.
- The H-tree was split into 4 levels.
- The most used flip-flop cell after synthesis is edfxtp_1.
- The class of the tightest hold or removal check is flip-flop to flip-flop, for reference.
- The horizontal die size is 514 um, for reference.
- In the floorplan report the effective utilization is a little under a third.
## worst max-delay path: cells and delay by family
kind | cells | cell delay (ns)
AND-OR/OR-AND | 2 | 0.36
AND/OR/NAND/NOR | 4 | 1.82
buffers and inverters | 5 | 2.23
## power breakdown
group | switching (mW) | internal [mW]
logic | 0.198 | 0.0720
registers | 0.00300 | 2.82
clock network | 0.936 | 1.15
total | 1.14 | 4.04
## placed cells by master (no fill, tap or decap), types with 6 or more instances in the layout
cell type	synthesis	routed
edfxtp_1	2080	2080
nor3_1	49	49
mux4_2	8	8
or3_1	30	28
nor2_1	156	84
o21ai_0	97	97
clkinv_1	2	54
clkinv_16	0	6
clkinv_2	0	31
nor4_1	15	15
a221o_1	14	14
clkdlybuf4s50_1	0	37
nor2_4	0	70
o211ai_1	15	15
a211o_1	16	16
clkbuf_1	206	51
a221oi_1	166	166
buf_2	58	32
a21oi_1	70	70
o22a_1	30	30
clkbuf_16	0	200
a31oi_1	44	44
a211oi_1	17	17
o221ai_1	21	21
a22o_1	29	29
a22oi_1	477	477
or4_1	14	14
mux2_2	72	72
o22ai_1	238	238
buf_4	8	181
a21boi_0	14	14
bufinv_16	0	10
mux2i_1	242	242
nand2_1	117	116
a311oi_1	16	16
## layer usage
| metal | part of all wire, % | wire length, um | GRT usage, % | vias to the layer above |
|---|---|---|---|---|
| li1 | - | - | - | 18800 |
| met1 | 33 | 72600 | 19.1 | 21700 |
| met2 | 46 | 102000 | 26.5 | 2696 |
| met3 | 18 | 39300 | 14.8 | 418 |
| met4 | 3.9 | 8600 | 5.57 | 42 |
| met5 | 0.22 | 488 | 0.858 | - |
## registers in the layout, summed over array words and instances (netlist names)
| register | count |
|---|---|
| data | 2048 |
| ReadData | 32 |
## cells by family after synthesis
family	count (synthesis)	synth area share, %
muxes	322	4.35
buffers and inverters	332	1.79
AOI/OAI and AO/OA	1283	11.8
and+or+nand+nor	419	2.44
DFF	2080	79.6
## path summary, 6_finish.rpt
kind | endpoint | from | depth (start not counted) | slack (ns)
setup / recovery | ReadData[4] | Address[3] | 11 | 23.28
hold / removal | ReadData[30] | data[0][30] | 3 | 0.77
setup reg to reg | ReadData[4] | data[10][4] | 5 | 31.39
hold reg to reg | ReadData[30] | data[0][30] | 3 | 0.77
## through the flow
stage / setup WS [ns] / cells / total power, mW / cell area (um^2)
finish: 23.28 / 8230 / 5.18 / 90300
global route: 23.13 / 8229 / 5.33 / 90300
CTS: 23.41 / 8226 / 5.21 / 90300
detailed placement: 22.56 / 7861 / 3.14 / 84100
global placement: 22.53 / 7861 / 3.14 / 84100
floorplan: 23.99 / 4436 / 3.00 / 78500
## area by class of cell
type / count / area (um^2)
inverter: 3 / 13.8
antenna: 4 / 10.0
fill: 23800 / 170000
clock buffer: 251 / 5200
sequential: 2080 / 62500
tap: 3496 / 4370
timing repair buffer: 258 / 2030
clock inverter: 114 / 992
multi-input combinational: 2024 / 15200
No activity file was given, so power comes from the tool's default toggle rates.
